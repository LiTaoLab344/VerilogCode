==> flow/design.v <==
module syn_fifo(clk, rstn, wr_en, rd_en, wr_data, rd_data, fifo_full, fifo_empty);
    parameter   width = 8;
    parameter   depth = 8;
    parameter   addr  = 3;
    input   clk;     
    input   rstn;    
    input   wr_en;   
    input   rd_en;   
    input   [width - 1 : 0] wr_data;     
    output  [width - 1 : 0] rd_data;     
    reg [width - 1 : 0] rd_data;
    output  fifo_full;
    output  fifo_empty;
    reg [$clog2(depth): 0] cnt;
    reg [depth - 1 : 0] wr_ptr;
    reg [depth - 1 : 0] rd_ptr;
    reg [width - 1 : 0] fifo [depth - 1 : 0];
    always @ (posedge clk or negedge rstn) begin
        if(!rstn)
            wr_ptr <= 0;
        else if(wr_en && !fifo_full)     
            wr_ptr <= wr_ptr + 1;
        else
            wr_ptr <= wr_ptr;
    end
    always @ (posedge clk or negedge rstn) begin
        if(!rstn)
            rd_ptr <= 0;
        else if(rd_en && !fifo_empty)    
            rd_ptr <= rd_ptr + 1;
        else
            rd_ptr <= rd_ptr;
    end
    integer i;
    always @ (posedge clk or negedge rstn) begin
        if(!rstn) begin  
            for(i = 0; i < depth; i = i + 1)
                fifo[i] <= 0;
        end
        else if(wr_en)   
            fifo[wr_ptr] <= wr_data;
        else     
            fifo[wr_ptr] <= fifo[wr_ptr];
    end
    always @ (posedge clk or negedge rstn) begin
        if(!rstn)
            rd_data <= 0;
        else if (rd_en)
            rd_data <= fifo[rd_ptr];     
        else
            rd_data <= rd_data;
    end
    always @ (posedge clk or negedge rstn) begin
        if(!rstn)
            cnt <= 0;
        else if (wr_en && !rd_en && !fifo_full)  
            cnt <= cnt + 1;
        else if (!wr_en && rd_en && !fifo_empty)  
            cnt <= cnt - 1;
        else 
            cnt <= cnt;
    end
    assign fifo_full = (cnt == depth)? 1 : 0;
    assign fifo_empty = (cnt == 0) ? 1 : 0;
endmodule 
==> flow/run.sh <==
#!/bin/bash
# OpenROAD 26Q1-2900-gdf79404cd8, Yosys 0.63+post, stock flow scripts
make -C /OpenROAD-flow-scripts/flow DESIGN_CONFIG=/design/flow/config.mk WORK_HOME=/design/flow/orfs finish
==> flow/config.mk <==
export PLATFORM = sky130hd
export DESIGN_NAME = syn_fifo
export DESIGN_NICKNAME = syn_fifo
export VERILOG_FILES = /design/flow/design.v
export SDC_FILE = /design/flow/constraint.sdc
export NUM_CORES = 4
export LEC_CHECK = 1
export CORE_UTILIZATION = 30
==> flow/constraint.sdc <==
current_design syn_fifo

set clk_period 3.4
set clk_io_pct 0.2

create_clock -name clk0 -period $clk_period [get_ports {clk}]

set non_clock_inputs [all_inputs -no_clocks]
set_input_delay [expr $clk_period * $clk_io_pct] -clock clk0 $non_clock_inputs
set_output_delay [expr $clk_period * $clk_io_pct] -clock clk0 [all_outputs]
==> metrics.yaml <==
synth:
  yosysTopAreaCellShare_pct: 46.2
  avgSynthCellArea_um2: 9.39
  synth_seq_share_pct: 46.2
  ys_warn_count: 2
  flop_cell: "dfrtp_1"
  largest_area_cell: "dfrtp_1"
  yosys_area_um2: 4440
  async_flop_share_pct: 100
  ys.flops: 82
  synthDistinctLibCells: 44
  edf_count: 0
  yosysCellCount: 473
  area_leaders: "dfrtp_1, a31oi_1, nor2_1"
  synthCells: 473
  netlist_area_um2: 4440
routing:
  n_antenna_cell: 0
  drt_wl_total_um: 12900
  drt_pass1_iterations: 8
  vias: 3880
  first_iter_violations: 445
  wl_met1_um: 5700
  final_antenna_net_count: 0
  drc: 0
  top_layer: "met4"
  via_per_inst: 5.77
  wl_met2_um: 5820
  route.met3.wl_um: 1100
  wl_per_cell_um: 19.2
final_layout:
  fillers: 1414
  area_growth_syn_to_layout_pct: 15.9
  logic_area_um2: 2160
  final_common_cell: "dfrtp_1"
  drive_gt1_share_pct: 9.63
  mostFrequentLayoutCells: "dfrtp_1, nor2_1, a31oi_1"
  seqCellArea_um2: 2050
floorplanning:
  fp_util_pct: 30.7
  io_pins: 22
  die_y_um: 124
  rows: 44
  design.core.area_um2: 14500
  die_area_um2: 15300
  die_width_um: 124
grt:
  grt_util_all_layers_pct: 18.2
  first_global_vias: 3718
  grt_antenna_before_repair: 0
  grt_overflow_total: 0
  grt_start_max_net_pins: 61
  grt_first_pass_wirelength_um: 20400
clock_tree:
  clk_pin_slew_ns: 0.06
  htree_num_levels: 3
  cts-hold-fix-buffers: 0
  cts_tree: "yes"
  cts_max_path_buffers: 2
  insertion_delay_ns: 0.34
  cts_root_buffer: "clkbuf_16"
  numCtsBuffers: 9
  cts_setup_buffers: 0
  post_cts_resized: 0
  cts.sinks: 82
place:
  dp_slack_ns: 0.807
  place.gp.congestion: 0.911
  portBuffers: 21
  place_hpwl_um: 8420
critical_path:
  slowest_stage: "nor2b_1"
  start_kind: "register"
  cpPeakStageDelay_ns: 0.62
  crit_type: "register to register"
  crit_required_ns: 3.66
  worstPathCellList: "inv_1 -> ha_1 -> nor2b_1 -> a221oi_1 -> a311o_1 -> a31oi_1"
  crit_path_max_fanout: 15
  endpoint_kind: "register"
  worstPathArrival_ns: 2.96
sta:
  fmax_mhz: 371
  min_period_ns: 2.70
  tightestPinTransition_ns: 0.813
  finalSetupTns_ns: 0
  hold_viol: 0
  fin_ws_ns: 0.701
  slew_viol_final: 0
  whs_ns: 0.400
  finalSetupViolCount: 0
  clock_skew_ns: 0.00497
  period_used_pct: 79.4
  rsz0062_at_grt: "no"
  slew_headroom_pct: 45.8
run:
  drv_cap: 0
  warning_count: 33
power_and_ir_drop:
  vdd.ir_drop.worst_mv: 0.409
  power.leakage_nw: 2.06
  power_density_nw_per_um2: 1110
  total_power_w: 0.00569
outcome:
  status: "finished clean"
worst_hold_path:
  hp-class: "input port to async pin"
==> flip-flops by register name (all words and copies together), names as in the netlist <==
| register | count |
|---|---|
| cnt | 4 |
| fifo | 64 |
| rd_data | 8 |
| rd_ptr | 3 |
| wr_ptr | 3 |
==> critical path: cells and delay by family (launching register included) <==
family | cells | cell delay (ns)
and+or+nand+nor | 1 | 0.62
DFF | 1 | 0.42
AOI/OAI and AO/OA | 3 | 0.90
adders and majority gates | 1 | 0.58
buffers and inverters | 1 | 0.10
==> logic make-up (layout without fill, tap and decap cells) <==
logic type / count (synthesis) / after routing / synth area share, %
AND-OR/OR-AND: 159 / 159 / 24.8
AND/OR/NAND/NOR: 141 / 141 / 14.3
XOR/XNOR: 5 / 5 / 0.986
flip-flops: 82 / 82 / 46.2
multiplexers: 17 / 17 / 4.23
adder cells (fa/ha/maj): 15 / 15 / 4.40
buffers and inverters: 54 / 69 / 5.02
==> cells in the mapped netlist, types with 3 or more instances <==
| master | instances |
|---|---|
| a21oi_1 | 18 |
| a221oi_1 | 5 |
| a222oi_1 | 10 |
| a22o_1 | 10 |
| a22oi_1 | 8 |
| a311o_1 | 4 |
| a31oi_1 | 49 |
| and2_1 | 4 |
| buf_2 | 4 |
| clkbuf_1 | 30 |
| dfrtp_1 | 82 |
| ha_1 | 14 |
| inv_1 | 17 |
| mux2_2 | 14 |
| mux2i_1 | 3 |
| nand2_1 | 41 |
| nand2b_1 | 6 |
| nand3_1 | 7 |
| nand3b_1 | 4 |
| nor2_1 | 59 |
| nor2b_1 | 6 |
| nor3_1 | 6 |
| o2111a_1 | 4 |
| o21ai_0 | 27 |
| o221ai_1 | 9 |
| o22ai_1 | 6 |
| or3_1 | 3 |
| xnor2_1 | 4 |
==> stage by stage <==
step | util [%] | area [um2] | instances
after global routing | 35.5 | 5140 | 672
after global placement | 33.4 | 4840 | 657
final | 35.5 | 5140 | 672
after detailed placement | 33.4 | 4840 | 657
after CTS | 35.5 | 5140 | 672
after floorplan | - | 4440 | 473
==> layer usage <==
layer  global-route usage (%)  vias up
met5                        0        -
met4                     4.44        0
met3                     5.14       30
met2                     27.7      179
met1                     25.9     1892
li1                         -     1779
==> worst paths after layout <==
kind | depth (start not counted) | end | slack [ns] | from
setup / recovery | 6 | fifo[4][5] | 0.70 | wr_ptr[0]
hold / removal | 1 | fifo[1][3] | 0.40 | rstn
setup reg to reg | 6 | fifo[4][5] | 0.70 | wr_ptr[0]
hold reg to reg | 1 | rd_data[5] | 0.50 | rd_data[5]
max in group asynchronous | 2 | fifo[1][0] | 2.14 | rstn
min in group clk0 | 1 | rd_data[5] | 0.50 | rd_data[5]
==> area by class of cell <==
cell class | instances | area share [%]
multi-input cells | 337 | 42.1
clock buffers | 13 | 5.25
flip-flops and latches | 82 | 39.9
repair buffers | 37 | 6.37
well taps | 184 | 4.48
inverters | 17 | 1.24
clock inverters | 2 | 0.681
==> where the power goes <==
group          switching (W)  total [W]  leakage (nW)  internal (W)
clock network       0.000384    0.00101         0.152      0.000624
logic                0.00161    0.00280         0.979       0.00119
registers           0.000432    0.00189         0.927       0.00146
Power figures rest on the tool's default switching activity, not on a simulated workload.
