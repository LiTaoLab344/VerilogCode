File: ./design.v
module asy_fifo#(
    parameter   WIDTH = 8,
    parameter   DEPTH = 8
)(
    input   [WIDTH - 1 : 0] wr_data,
    input                   wr_clk,
    input                   wr_rstn,
    input                   wr_en,
    input                   rd_clk,
    input                   rd_rstn,
    input                   rd_en,
    output                  fifo_full,
    output                  fifo_empty,
    output  [WIDTH - 1 : 0] rd_data
);
    reg [$clog2(DEPTH) : 0]  wr_ptr, rd_ptr;
    reg [WIDTH - 1 : 0] fifo    [DEPTH - 1 : 0];
    reg [WIDTH - 1 : 0] rd_data;
    always @ (posedge wr_clk or negedge wr_rstn) begin
        if(!wr_rstn)
            wr_ptr <= 0;
        else if(wr_en && !fifo_full) begin
            fifo[wr_ptr] <= wr_data;
            wr_ptr <= wr_ptr + 1;
        end
        else
            wr_ptr <= wr_ptr;
    end
    always @ (posedge rd_clk or negedge rd_rstn) begin
        if(!rd_rstn) begin
            rd_ptr <= 0;
            rd_data <= 0;
        end
        else if(rd_en && !fifo_empty) begin
            rd_data <= fifo[rd_ptr];
            rd_ptr <= rd_ptr + 1;
        end
        else
            rd_ptr <= rd_ptr;
    end
    wire [$clog2(DEPTH) : 0] wr_ptr_g;
    wire [$clog2(DEPTH) : 0] rd_ptr_g;
    assign wr_ptr_g = wr_ptr ^ (wr_ptr >> 1);
    assign rd_ptr_g = rd_ptr ^ (rd_ptr >> 1);
    reg [$clog2(DEPTH) : 0] wr_ptr_gr, wr_ptr_grr;
    reg [$clog2(DEPTH) : 0] rd_ptr_gr, rd_ptr_grr;
    always @ (posedge rd_clk or negedge rd_rstn) begin
        if(!rd_rstn) begin
            wr_ptr_gr <= 0;
            wr_ptr_grr <= 0;
        end
        else begin
            wr_ptr_gr <= wr_ptr_g;
            wr_ptr_grr <= wr_ptr_gr;
        end
    end
    always @ (posedge wr_clk or negedge wr_rstn) begin
        if(!wr_rstn) begin
            rd_ptr_gr <= 0;
            rd_ptr_grr <= 0;
        end
        else begin
            rd_ptr_gr <= rd_ptr_g;
            rd_ptr_grr <= rd_ptr_gr;
        end
    end
    reg fifo_full;
    reg fifo_empty;
    always @ (posedge wr_clk or negedge wr_rstn) begin
        if(!wr_rstn)
            fifo_full <= 0;
        else if((wr_ptr_g[$clog2(DEPTH)] != rd_ptr_grr[$clog2(DEPTH)]) && (wr_ptr_g[$clog2(DEPTH) - 1] != rd_ptr_grr[$clog2(DEPTH) - 1]) && (wr_ptr_g[$clog2(DEPTH) - 2 : 0] == rd_ptr_grr[$clog2(DEPTH) - 2 : 0]))
            fifo_full <= 1;
        else
            fifo_full <= 0;
    end
    always @ (posedge rd_clk or negedge rd_rstn) begin
        if(!rd_rstn)
            fifo_empty <= 0;
        else if(wr_ptr_grr[$clog2(DEPTH) : 0] == rd_ptr_g[$clog2(DEPTH) : 0])
            fifo_empty <= 1;
        else
            fifo_empty <= 0;
    end
endmodule 
File: ./run.sh
#!/bin/bash
# OpenROAD 26Q1-2900-gdf79404cd8, Yosys 0.63+post, stock flow scripts
make -C /OpenROAD-flow-scripts/flow DESIGN_CONFIG=/design/flow/config.mk WORK_HOME=/design/flow/orfs finish
File: ./config.mk
export PLATFORM = sky130hd
export DESIGN_NAME = asy_fifo
export DESIGN_NICKNAME = asy_fifo
export VERILOG_FILES = /design/flow/design.v
export SDC_FILE = /design/flow/constraint.sdc
export NUM_CORES = 4
export LEC_CHECK = 1
export CORE_UTILIZATION = 30
File: ./constraint.sdc
current_design asy_fifo

set clk_period 2.5
set clk_io_pct 0.2

create_clock -name clk0 -period $clk_period [get_ports {rd_clk}]
create_clock -name clk1 -period $clk_period [get_ports {wr_clk}]

set non_clock_inputs [all_inputs -no_clocks]
set_input_delay [expr $clk_period * $clk_io_pct] -clock clk0 $non_clock_inputs
set_output_delay [expr $clk_period * $clk_io_pct] -clock clk0 [all_outputs]
==> impl_metrics.json <==
{
  "status": "finished, final reports clean",
  "antenna_found_initial": 0,
  "arrival_ns": 2.34,
  "start_kind": "register",
  "synth.cell_area_um2": 3880,
  "power_density_nw_per_um2": 1180,
  "hold_class": "reg -> reg",
  "postRouteWirelength_mm": 7.43,
  "ios": 24,
  "syn_to_final_growth_pct": 19.4,
  "drive_above_1_share_pct": 13.6,
  "setup_violations": 0,
  "p_leak_nw": 1.76,
  "cts_hold_buf": 0,
  "design_area_um2": 4630,
  "grt_pass1_vias": 2044,
  "end_kind": "register",
  "yosysWarnings": 2,
  "avgSynthCellArea_um2": 16.3,
  "slew-limit-headroom_pct": 63.6,
  "ys_types": 36,
  "antenna_left": 0,
  "grt_max_degree": 22,
  "ctsResizeCount": 0,
  "min_from": "wr_ptr_gr[1]$_DFF_PN0_",
  "place_hpwl_mm": 5.16,
  "crit_fanout": 9,
  "vias": 2026,
  "yosys-stat-area_um2": 3880,
  "ys_cells": 238,
  "viasPerCell": 4.55,
  "grt_util_all_layers_pct": 12.0,
  "worstReg2RegEnd": "rd_data[1]$_DFFE_PN0P_",
  "path_class": "reg -> reg",
  "coreArea_um2": 12600,
  "slew_violations": 0,
  "required_ns": 2.66,
  "cts.clk_slew.worst_paths_ns": 0.05,
  "hold_viol": 0,
  "grt_pass1_wl_mm": 11.2,
  "cts.sinks": 98,
  "r2r_cells": 6,
  "diodes": 0,
  "postCtsSetupRepairBufs": 0,
  "rrSetupSlack_ns": 0.31,
  "layout_top_cells": "64 x edfxtp_1, 34 x dfrtp_1, 22 x clkdlybuf4s50_1, 16 x ha_1, 12 x clkbuf_16",
  "rsz0062_at_grt": "false",
  "wire_per_inst_um": 16.7,
  "ys.flops": 98,
  "ys_seq_share_pct": 71.5,
  "reg2reg_from": "rd_ptr[0]$_DFFE_PN0P_",
  "placed_area_um2": 4260,
  "log.warning_count": 36,
  "tightest_slew_ns": 0.545,
  "finalPower_mw": 5.45,
  "drcViolationCount": 0,
  "cts_tree": "done",
  "overflow": 0,
  "fp-row-count": 41,
  "fp.dieH_um": 116,
  "skew_ns": 0.00837,
  "syn_inst": 238,
  "drtPass1Iterations": 4,
  "dieWidth_um": 116,
  "maxCapViolations": 0,
  "holdPathEnd": "wr_ptr_grr[1]$_DFF_PN0_",
  "max-vdd-ir-drop_mv": 0.388,
  "initCoreUtil_pct": 30.7,
  "portBuffers": 22,
  "ys.flop_type": "edfxtp_1",
  "async_reset_ff_share_pct": 34.7,
  "initialDrtViolationCount": 143,
  "layout_top_cell": "edfxtp_1",
  "hold_path_depth": 0,
  "timing.setup.tns_ns": 0,
  "dieArea_um2": 13400,
  "edf_count": 64,
  "gp_congestion": 0.835
}
metrics by stage:
| step | utilization, % | hold WS [ns] | setup slack (ns) | std cells |
|---|---|---|---|---|
| 5_1_grt | 36.7 | 0.350 | 0.173 | 445 |
| 3_5_place_dp | 33.8 | 0.335 | 0.354 | 425 |
| 2_1_floorplan | - | 0.204 | 0.247 | 238 |
| 6_report | 36.7 | 0.346 | 0.311 | 445 |
| 3_3_place_gp | 33.8 | 0.333 | 0.356 | 425 |
| 4_1_cts | 36.7 | 0.347 | 0.372 | 445 |
cells by family after synthesis:
logic type	Yosys count	share of synthesized area, %
mux	9	2.61
compound gates	43	9.42
xor+xnor	13	2.94
flops	98	71.5
buf+inv	19	3.03
fa+ha+maj	16	5.16
simple gates	40	5.36
sequential cells by signal, indices dropped and copies added (netlist names), 4 cells and up:
signal,cells
fifo,64
rd_ptr_gr,4
rd_ptr,4
rd_data,8
wr_ptr_gr,4
wr_ptr_grr,4
rd_ptr_grr,4
wr_ptr,4
worst max-delay path, cell delays in order, from the launching register on:
cell	delay (ns)
dfrtp_1	0.43
inv_1	0.10
ha_1	0.35
nor2b_1	0.51
a221oi_1	0.27
o211a_1	0.21
o31ai_1	0.22
synthesized netlist by cell type, types with 2 or more instances:
cell type	number	area share, %
a221oi_1	7	1.6
a22o_1	7	1.6
a22oi_1	8	1.5
and3_1	9	1.5
buf_1	3	0.29
buf_4	3	0.58
buf_6	3	0.87
dfrtp_1	34	22
edfxtp_1	64	50
ha_1	16	5.2
inv_1	6	0.58
mux2_2	9	2.6
nand2_1	11	1.1
nand3_1	2	0.26
nor2_1	10	0.97
nor2b_1	2	0.32
o211a_1	7	1.8
o21ai_0	2	0.26
o31ai_1	6	1.2
o31ai_2	2	0.65
xnor2_1	6	1.4
xor2_1	7	1.6
per-layer routing:
metal,track usage (%),wire (um),part of all wire (%)
met4,2.48,110,1.5
met2,18.7,3500,47
met5,0,0,0
met1,17.0,3280,44
met3,4.53,543,7.3
power by group:
part | internal (mW) | total, mW | switching [mW]
Clock | 0.978 | 1.56 | 0.581
Sequential | 2.08 | 2.28 | 0.192
Combinational | 0.759 | 1.61 | 0.853
Total | 3.82 | 5.45 | 1.63
how the worst max path moves through the flow:
stage | depth (start not counted) | slack (ns) | startpoint | endpoint
CTS | 6 | 0.37 | rd_ptr[0]$_DFFE_PN0P_ | rd_data[1]$_DFFE_PN0P_
global route | 6 | 0.17 | rd_ptr[0]$_DFFE_PN0P_ | rd_data[1]$_DFFE_PN0P_
finish | 6 | 0.31 | rd_ptr[0]$_DFFE_PN0P_ | rd_data[1]$_DFFE_PN0P_
final cells by class:
cell class                 instances  area, um^2
multi-input combinational        121         988
clock buffer                      12         300
sequential                        98        2770
fill                            1182        7990
clock inverter                     8        71.3
tap                              172         215
timing repair buffer              27         258
inverter                           7        26.3
No activity file was given, so power comes from the tool's default toggle rates.
